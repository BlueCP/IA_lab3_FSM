===== run.sh =====
#!/bin/bash
# OpenROAD 26Q1-2900-gdf79404cd8, Yosys 0.63+post, stock flow scripts
make -C /OpenROAD-flow-scripts/flow DESIGN_CONFIG=/design/flow/config.mk WORK_HOME=/design/flow/orfs finish

===== config.mk =====
export PLATFORM = sky130hd
export DESIGN_NAME = lfsr
export DESIGN_NICKNAME = lfsr
export VERILOG_FILES = /design/flow/design.v
export SDC_FILE = /design/flow/constraint.sdc
export NUM_CORES = 4
export LEC_CHECK = 1
export CORE_AREA = 10 10 70 70
export DIE_AREA = 0 0 80 80
export SYNTH_HDL_FRONTEND = slang

===== constraint.sdc =====
current_design lfsr

set clk_period 1.0
set clk_io_pct 0.2

create_clock -name clk0 -period $clk_period [get_ports {clk}]

set non_clock_inputs [all_inputs -no_clocks]
set_input_delay [expr $clk_period * $clk_io_pct] -clock clk0 $non_clock_inputs
set_output_delay [expr $clk_period * $clk_io_pct] -clock clk0 [all_outputs]

===== design.v =====
module lfsr (input logic clk, rst, en, output logic[6:0] out);
    always_ff @(posedge clk or posedge rst) begin
        if (rst)
            out <= 4'b0000001;  
        else if (en) begin
            out[0] <= ~(out[2] ^ out[6]);
            out[6:1] <= out[5:0];
        end
    end
endmodule

==> results.yml <==
# synthesis and place-and-route metrics
critical_path:
  critical_path_arrival_ns: 0.86
  req_time_crit_path_ns: 0.80
  endpoint_kind: "output port"
  crit_fanout: 2
  worst_path_largest_cell_delay_ns: 0.52
  critical_path.cell_chain: "buf_2"
  critical_path.slowest_cell: "sky130_fd_sc_hd__dfstp_2"
  critical_path_class: "reg -> out"
  setup.worst_path.start_class: "flip-flop"
  path_delay_family: "flip-flops"
  critical_path.n_buffers_inverters: 1
cells_and_area:
  drive_gt1_frac: 0.714
  top_register: "out"
  layout.cells.non_filler: 81
  syn_to_final_growth_pct: 67.3
  max_ffs_per_register: 7
  layout_top_registers: "out x7"
  final_design_area_no_fill_sq_um: 473
  final_core_utilization: 0.138
routing:
  vias: 200
  first_iter_violations: 11
  wl_per_cell_microns: 7.44
  antenna_left: 0
  drt-pass1-iter-count: 2
  via_per_inst: 2.47
  diodes: 0
  drc_violations_left: 0
  wirelength_microns: 603
floorplanning:
  fp.dieArea_sq_mm: 0.00640
  initial_utilization: 0.0828
  io-pin-count: 10
  die-width_microns: 80
  core_area_sq_mm: 0.00342
  die_height_microns: 80
  row_count: 21
final_timing:
  timing.final.crit_share: 1.06
  worstMarginPinSlew_ns: 0.260
  rsz0062_at_grt: "true"
  hold_ws_ns: 0.182
  final.min_clock_period_ns: 1.06
  final.setup.tns_ns: -0.0566
  slew_violations: 0
  hold_violations: 0
  worst_slack_ns: -0.0566
  f_max_ghz: 0.946
  setup_violations: 1
  skew_ns: 0.000227
  max_slew_margin: 0.826
yosys:
  biggest_area_consumer_among_synthesized_cells: "sky130_fd_sc_hd__dfrtp_1"
  postSynth.topFlopCell: "sky130_fd_sc_hd__dfrtp_1"
  synth.top_cells.by_count: "6 x sky130_fd_sc_hd__dfrtp_1, 6 x sky130_fd_sc_hd__mux2_2"
  synth.yosys.num_cells: 17
  yosys_warnings: 0
  synth-async-reset-ratio: 1.00
  yosysSeqAreaShare: 0.624
  number_of_distinct_standard_cells_referenced_by_the_synthesized_netlist: 7
  number_of_synthesized_flops_with_an_enable_pin: 0
  yosys_area_sq_um: 283
  syn_area_per_cell_sq_um: 16.6
  syn-instance-count: 17
  combined_area_of_all_synthesized_cells_sq_um: 283
  netlist_top_cells_area: "sky130_fd_sc_hd__dfrtp_1 53%, sky130_fd_sc_hd__mux2_2 24%, sky130_fd_sc_hd__dfstp_2 9.3%"
  yosys_register_bits: 7
  yosys.area.top_type_share: 0.531
clocking:
  clk_pin_slew_worst_paths_ns: 0.05
  cts.sinks: 7
  cts_root_buf: "sky130_fd_sc_hd__clkbuf_4"
  cts_tree: "yes"
  cts_max_level: 1
  clockBufferDepth: 2
  number_of_buffers_added_by_the_clock_tree_synthesis_step: 3
  clk_latency_ns: 0.25
power_and_ir_drop:
  p_int_mw: 1.03
  power_frac_clock: 0.185
  power.sequential.fraction: 0.385
  p_per_area_mw_per_mm2: 2890
  switching_share: 0.246
  ir_worst_vdd_v: 0.000372
  power.share.combinational: 0.429
  total_leakage_power_nw: 0.211
  netSwitchingPower_uw: 337
  total_power_mw: 1.37
placed_design:
  place_congestion: 0.712
  placedInstanceArea_sq_um: 457
  dp_worst_setup_slack_ns: -0.268
  place_inst: 76
  port_buffers: 9
job:
  maxCapViolations: 0
  tool_warnings: 27
global_route:
  grt_antenna_before_repair: 0
  maximum_number_of_pins_on_one_net_before_global_route_repair: 8
  grt_first_pass_wirelength_microns: 959
  grt.overflow.total: 0
  grt_pass1_vias: 213
  grt.total_usage: 0.0184
status:
  run_status: "finished with violations"
  violations: "negative setup slack"
min_path:
  kind_of_path_behind_the_tightest_hold_check: "in -> async"
cell type report:
class / count / area (sq um)
clock buffers: 4 / 26.3
inverters: 1 / 3.75
fillers: 393 / 2940
well taps: 46 / 57.6
repair buffers: 15 / 110
multi-input cells: 8 / 98.8
flip-flops and latches: 7 / 176
per-layer routing:
layer / track usage / routed length (microns)
met5: 0 / 0
met4: 0.0141 / 43
met3: 0.0125 / 86
met2: 0.0281 / 270
met1: 0.0168 / 202
cells in the final DEF, fill, tap and decap left out, drive strengths merged:
| master | count |
|---|---|
| inv | 1 |
| clkdlybuf4s50 | 1 |
| dfrtp | 6 |
| dfstp | 1 |
| buf | 12 |
| xnor2 | 1 |
| clkbuf | 5 |
| dlygate4sd2 | 1 |
| mux2 | 7 |
power groups by stage:
stage | clock network [mW] | registers (mW) | logic (mW)
after CTS | 0.259 | 0.522 | 0.585
after global routing | 0.278 | 0.562 | 0.647
final | 0.253 | 0.527 | 0.587
logic make-up (layout without fill, tap and decap cells):
family    Yosys count  after routing  synth area share
xor+xnor            1              1            0.0310
buf+inv             2             20            0.0531
flops               7              7             0.624
mux                 7              7             0.292
path summary, 6_finish.rpt:
kind / from / end / slack (ns) / cells after the start
max: out[0]$_DFFE_PP1P_ / out[0] / -0.06 / 1
min in group clk0: en / out[4]$_DFFE_PP0P_ / 0.47 / 3
min: rst / out[3]$_DFFE_PP0P_ / 0.18 / 2
max in group asynchronous: rst / out[0]$_DFFE_PP1P_ / 0.55 / 2
min reg2reg: out[4]$_DFFE_PP0P_ / out[4]$_DFFE_PP0P_ / 0.53 / 1
max reg2reg: out[2]$_DFFE_PP0P_ / out[0]$_DFFE_PP1P_ / 0.05 / 3
timing repair:
| action | CTS | global route |
|---|---|---|
| endpoints found under the setup margin | 13 | 5 |
| hold buffers | 0 | 0 |
| setup buffers | 2 | 0 |
| gates resized | 22 | 4 |
Power is estimated from default activity; no workload was simulated.
