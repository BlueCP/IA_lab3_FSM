`flow/run.sh`:
```
#!/bin/bash
# OpenROAD 26Q1-2900-gdf79404cd8, Yosys 0.63+post, stock flow scripts
make -C /OpenROAD-flow-scripts/flow DESIGN_CONFIG=/design/flow/config.mk WORK_HOME=/design/flow/orfs finish
```
`flow/config.mk`:
```
export PLATFORM = sky130hd
export DESIGN_NAME = top
export DESIGN_NICKNAME = top
export VERILOG_FILES = /design/flow/design.v
export SDC_FILE = /design/flow/constraint.sdc
export NUM_CORES = 4
export LEC_CHECK = 1
export CORE_AREA = 10 10 105 105
export DIE_AREA = 0 0 115 115
export SYNTH_HDL_FRONTEND = slang
```
`flow/constraint.sdc`:
```
current_design top

set clk_period 4.3
set clk_io_pct 0.2

create_clock -name clk0 -period $clk_period [get_ports {clk}]

set non_clock_inputs [all_inputs -no_clocks]
set_input_delay [expr $clk_period * $clk_io_pct] -clock clk0 $non_clock_inputs
set_output_delay [expr $clk_period * $clk_io_pct] -clock clk0 [all_outputs]
```
`flow/design.v`:
```
module f1_fsm (input logic clk, rst, en, output logic[7:0] out);
    typedef enum {S0, S1, S2, S3, S4, S5, S6, S7, S8} light_state;
    light_state currentState, nextState;
    always_ff @(posedge clk or posedge rst) begin
        if (rst)
            currentState <= S0;  
        else if (en)
            currentState <= nextState;
    end
    always_comb begin
        case (currentState)
            S0: nextState = S1;
            S1: nextState = S2;
            S2: nextState = S3;
            S3: nextState = S4;
            S4: nextState = S5;
            S5: nextState = S6;
            S6: nextState = S7;
            S7: nextState = S8;
            S8: nextState = S0;
            default: nextState = S0;
        endcase
    end
    always_comb begin
        case (currentState)
            S0: out = 8'b0;
            S1: out = 8'b1;
            S2: out = 8'b11;
            S3: out = 8'b111;
            S4: out = 8'b1111;
            S5: out = 8'b11111;
            S6: out = 8'b111111;
            S7: out = 8'b1111111;
            S8: out = 8'b11111111;
            default: out = 8'b0;
        endcase
    end
endmodule
module clktick #(
	parameter WIDTH = 16
)(
  input  logic             clk,       
  input  logic             rst,       
  input  logic             en,        
  input  logic [WIDTH-1:0] N,     	  
  output logic  		       tick       
);
logic [WIDTH-1:0] count;
always_ff @ (posedge clk)
    if (rst) begin
        tick <= 1'b0;
        count <= N;  
        end
    else if (en) begin
	    if (count == 0) begin
		    tick <= 1'b1;
		    count <= N;
	        end
	    else begin
		    tick <= 1'b0;
		    count <= count - 1'b1;
	        end
        end
endmodule
module top (input logic en, rst, clk, logic[15:0] N, output logic[7:0] out);
    logic tick;
    clktick clktick(clk, rst, en, N, tick);
    f1_fsm f1_fsm(clk, rst, tick, out);
endmodule
```
==> ci_impl_report.md <==
## Synthesis and layout report

| Metric | Value |
|---|---|
| Outcome | `finished, final reports clean` |
| Post-route DRC | `0` |
| Yosys reg bits | `21` |
| HP Start | `f1_fsm.currentState[3]` |
| First-pass iteration count of the detailed router | `4` |
| RD Place Congestion | `0.796` |
| Vias in the first global route | `1005` |
| Worst-Skew Late Latency | `260 ps` |
| ANT cells | `0` |
| First-pass GRT wire length | `5210 µm` |
| Setup-failing EPs final | `0` |
| Setup Crit Path Kind | `reg -> out` |
| Crit path DAT | `1880 ps` |
| Slew @ Worst Pin | `847 ps` |
| RSZ-0062 raised after global routing | `no` |
| PD cells | `269 mW/mm²` |
| Crit path max fanout | `5` |
| Hold path depth | `1` |
| Leakage | `0.000617 µW` |
| Die Span Y | `115 µm` |
| Largest net degree at the start of global routing | `22` |
| Maximum vdd drop | `0.118 mV` |
| TritonCTS clock tree | `yes` |
| # hold bufs at CTS | `0` |
| Mapped Avg Cell Area | `10.2 µm²` |
| Tool Warnings | `29` |
| Worst Setup End Kind | `output pin` |
| Ys async rst share | `19.0%` |
| Worst path max stage delay | `430 ps` |
| Die Area | `0.0132 mm²` |
| Max transition margin | `43.4%` |
| DP Area | `0.00173 mm²` |
| ANT nets after route | `0` |
| Delay-heaviest family, CP | `buffers and inverters` |
| Ys flop type | `edfxtp_1` |
| Core area | `0.00876 mm²` |
| FMAX | `365 MHz` |
| Critical Path RT | `3440 ps` |
| Seq/Total Area, Yosys | `44.5%` |
| CTS-repair resized insts | `0` |
| Clock skew | `7.24 ps` |
| Die width | `115 µm` |
| CTS clock-pin slew for the worst setup and hold paths | `70 ps` |
| Yosys chip area | `0.00135 mm²` |
| I/O Buffers | `26` |
| Post-CTS Setup Bufs | `0` |
| Drt first-iter violations | `36` |
| Synth Instances | `133` |
| Most numerous cell on the critical path | `inv_1` |
| Final Max Tran Viols | `0` |
| Worst Hold Class | `reg -> reg` |
| R2R Path Start | `clktick.count[6]` |
| GRT Total Usage | `4.80%` |
| Buf/Inv on CP | `3` |
| Setup slack after layout | `1560 ps` |
| Clk root buf | `clkbuf_8` |
| Vias | `1031` |
| CTS Buffer Depth | `2` |
| Hold slack | `554 ps` |
| Worst Hold Path EP | `f1_fsm.currentState[2]` |
| Synth Cell Area | `0.00135 mm²` |
| GRT overflow | `0` |
| Final period utilization | `63.7%` |
| DR WL/cell | `11.6 µm` |
| Post-synth EDFFs | `16` |
| H-tree Lvls | `1` |
| Max-cap viol count | `0` |
| DPL Wire Length | `2380 µm` |
| Yosys warning count | `0` |
| Final hold violations | `0` |
| TritonCTS Buffers | `3` |
| Reg-to-Reg End | `clktick.count[11]` |
| Initial antenna violation count | `0` |
| Total Routed Length | `3130 µm` |
| Row count | `34` |
| Share of post-route cells with drive strength above 1 | `13.7%` |
| Post-Place Worst Slack | `1710 ps` |
| Clk sinks | `21` |
| Slowest CP cell | `clkdlybuf4s50_1` |
| Initial Util | `15.4%` |
| Area growth, synth to finish | `31.3%` |
| Post-route cell area | `0.00177 mm²` |
| Cell count in the Yosys report | `133` |
| Avg Vias per Cell | `3.83` |
| Final setup TNS | `0 ps` |
| Reg2Reg Setup Slack | `2020 ps` |
| Ports | `27` |
| Post-synthesis cell type count | `33` |
| Startpoint Class | `register` |
| Fin util | `20.2%` |
| Minimum clock period | `2740 ps` |
| R2R depth | `5` |
| CP cell instances | `inv_1 > ha_1 > nand3_1 > inv_1 > a21oi_1 > o21ai_0 > clkdlybuf4s50_1` |
==> routing by layer <==
metal / up-vias / GRT usage (%) / share of wire, %
met3: 0 / 2.11 / 8.0
li1: 527 / - / -
met2: 24 / 6.46 / 40
met5: - / 0 / 0
met1: 480 / 7.35 / 52
met4: 0 / 0.0825 / 0
==> worst max path at each step <==
stage | start | to | slack (ps) | cells past startpoint
final | f1_fsm.currentState[0] | out[0] | 1560 | 7
after CTS | f1_fsm.currentState[0] | out[1] | 1530 | 7
after global routing | f1_fsm.currentState[0] | out[0] | 1360 | 7
==> layout by cell type (no fill, tap or decap), types with 3 or more instances in the layout <==
cell type	count
mux2i_1	3
nor2_1	18
edfxtp_1	16
nand4_1	3
xnor2_1	3
dfrtp_1	4
nand3_1	3
nand2_1	8
o21ai_0	7
a21oi_2	10
clkdlybuf4s50_1	26
a21oi_1	3
o22ai_1	3
xor2_1	9
inv_1	13
ha_1	6
clkbuf_8	3
==> cells in the mapped netlist, types with 4 or more instances <==
| library cell | n | area share [%] |
|---|---|---|
| a21oi_2 | 10 | 6.5 |
| dfrtp_1 | 4 | 7.4 |
| edfxtp_1 | 16 | 36 |
| ha_1 | 6 | 5.6 |
| inv_1 | 13 | 3.6 |
| nand2_1 | 8 | 2.2 |
| nor2_1 | 18 | 5.0 |
| o21ai_0 | 7 | 2.6 |
| xor2_1 | 9 | 5.8 |
==> logic make-up (layout without fill, tap and decap cells) <==
group	count (synthesis)	count (layout)	share of synthesized area [%]
buf+inv	16	44	5.56
mux	5	5	3.89
flops	21	21	44.5
compound gates	26	26	13.7
xor+xnor	12	12	7.79
simple gates	47	47	19.0
fa+ha+maj	6	6	5.56
==> flip-flops by register name (all words and copies together) (netlist names) <==
signal / count
clktick.count: 16
f1_fsm.currentState: 4
clktick.tick: 1
==> stage by stage <==
stage | instances | total power [µW]
finish | 269 | 476
global route | 269 | 503
CTS | 269 | 483
detailed placement | 265 | 350
global placement | 265 | 348
floorplan | 133 | 316
==> worst reg2reg max path, stage by stage, from the launching register on <==
cell	delay [ps]
edfxtp_1	470
nor4_4	600
a41oi_2	420
buf_4	360
nor2_1	150
a21oi_2	40
==> power by group <==
part / internal (µW) / total, µW / switching, µW
Clock: 64.6 / 131 / 66.5
Sequential: 241 / 261 / 20.0
Combinational: 44.8 / 83.8 / 39.0
Total: 351 / 476 / 126
==> cell type report <==
type	count	area, µm²
Inverter	13	48.8
Tap cell	108	135
Clock inverter	1	5.00
Fill cell	965	6990
Sequential cell	21	601
Timing Repair Buffer	27	268
Clock buffer	3	41.3
Multi-Input combinational cell	96	674
Power figures rest on the tool's default switching activity, not on a simulated workload.
